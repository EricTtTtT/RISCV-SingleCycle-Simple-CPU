[flow/config.mk]
export PLATFORM = sky130hd
export DESIGN_NAME = CHIP
export DESIGN_NICKNAME = CHIP
export VERILOG_FILES = /design/flow/design.v
export SDC_FILE = /design/flow/constraint.sdc
export NUM_CORES = 4
export LEC_CHECK = 1
export CORE_UTILIZATION = 40
[flow/constraint.sdc]
current_design CHIP

set clk_period 23.9
set clk_io_pct 0.2

create_clock -name clk0 -period $clk_period [get_ports {clk}]

set non_clock_inputs [all_inputs -no_clocks]
set_input_delay [expr $clk_period * $clk_io_pct] -clock clk0 $non_clock_inputs
set_output_delay [expr $clk_period * $clk_io_pct] -clock clk0 [all_outputs]
[flow/design.v]
module CHIP(
    clk, rst_n,
    mem_wen_D, mem_addr_D, mem_wdata_D, mem_rdata_D,
    mem_addr_I,mem_rdata_I
);
    input         clk, rst_n ;
    output reg    mem_wen_D  ;
    output [31:0] mem_addr_D ;
    output [31:0] mem_wdata_D;
    input  [31:0] mem_rdata_D;
    output [31:0] mem_addr_I ;
    input  [31:0] mem_rdata_I;
    reg [31:0] PC;
    reg [31:0] PC_nxt;
    reg regWrite;
    wire [4:0] rs1, rs2, rd;
    wire [31:0] rs1_data;
    wire [31:0] rs2_data;
    wire [31:0] rd_data;
    parameter RUN = 1'd0;
    parameter STALL = 1'd1;
    parameter R_type = 3'd0;
    parameter I_type = 3'd1;
    parameter S_type = 3'd2;
    parameter B_type = 3'd3;
    parameter U_type = 3'd4;
    parameter J_type = 3'd5;
    parameter ADD = 3'd0;
    parameter SUB = 3'd1;
    parameter SLT = 3'd2;
    parameter SLL = 3'd3;
    parameter SRA = 3'd4;
    reg [2:0] type;
    reg jalr, jal, branch, mem_to_reg, alu_src, auipc;
    wire [6:0] opcode;
    wire [2:0] func3;
    wire [6:0] func7;
    reg mul_valid;
    wire [63:0] mul_out;
    wire mul_ready;
    reg [2:0] alu_ctrl;
    reg signed [31:0] alu_in_1;
    reg signed [31:0] alu_in_2;
    reg signed [31:0] alu_out;
    reg signed [31:0] imm_gen_out;
    reg [31:0] pc_a4, pc_imm;
    reg state, state_nxt;
    reg_file reg0(                            
        .clk(clk),                            
        .rst_n(rst_n),                        
        .wen(regWrite),                       
        .a1(rs1),                             
        .a2(rs2),                             
        .aw(rd),                              
        .d(rd_data),                          
        .q1(rs1_data),                        
        .q2(rs2_data));                       
    mulDiv mul_div_inst(
        .clk(clk), .rst_n(rst_n), .valid(mul_valid), .mode(1'd0),
        .in_A(rs1_data), .in_B(rs2_data),
        .ready(mul_ready), .out(mul_out)
    );
    assign mem_addr_I = PC;
    assign mem_addr_D = alu_out;
    assign mem_wdata_D = rs2_data;
    assign rd_data = (jal | jalr)? pc_a4
                    : mem_to_reg? mem_rdata_D
                        : mul_ready? mul_out[31:0]
                            : auipc? pc_imm
                                : alu_out;
    assign opcode = mem_rdata_I[6:0];
    assign rd = (type==S_type && type==B_type)? 5'd0 : mem_rdata_I[11:7];
    assign rs1 = (type==U_type && type==J_type)? 5'd0 : mem_rdata_I[19:15];
    assign rs2 = (type==I_type && type==U_type && type==J_type)? 5'd0 : mem_rdata_I[24:20];
    assign func3 = mem_rdata_I[14:12];
    assign func7 = mem_rdata_I[31:25];
    always @(*) begin
        case (mem_rdata_I[6:0])
            7'b0010111: begin type = U_type; end
            7'b1101111: begin type = J_type; end
            7'b1100111: begin type = I_type; end
            7'b1100011: begin type = B_type; end
            7'b0000011: begin type = I_type; end
            7'b0100011: begin type = S_type; end
            7'b0010011: begin type = I_type; end
            7'b0110011: begin type = R_type; end
            default: begin type = 3'd7; end
        endcase
    end
    always @(*) begin
        jalr = 0;
        jal = 0;
        branch = 0;
        mem_to_reg = 0;
        mem_wen_D = 0;
        alu_src = 0;
        regWrite = 0;
        mul_valid = 0;
        auipc = 0;
        if (state == RUN) begin
            case (type)
                R_type: begin   
                    regWrite = ~func7[0];
                    mul_valid = func7[0];
                end
                I_type: begin   
                    jalr = opcode[2];
                    mem_to_reg = (opcode[5:4]==2'd0);
                    alu_src = 1;
                    regWrite = 1;
                end
                S_type: begin   
                    mem_wen_D = 1;
                    alu_src = 1;
                end
                B_type: begin   
                    branch = 1;
                end
                U_type: begin   
                    auipc = 1;
                    alu_src = 1;
                    regWrite = 1;
                end
                J_type: begin   
                    jal = 1;
                    regWrite = 1;
                end
                default: begin
                    jalr = 0;
                    jal = 0;
                    branch = 0;
                    mem_to_reg = 0;
                    mem_wen_D = 0;
                    alu_src = 0;
                    regWrite = 0;
                    mul_valid = 0;
                    auipc = 0;
                end
            endcase
        end else begin
            regWrite = mul_ready;
        end
    end
    always @(*) begin
        case (type)
            I_type: imm_gen_out = func3[0]? {27'd0, mem_rdata_I[24:20]}  
                                : {{20{mem_rdata_I[31]}}, mem_rdata_I[31:20]};
            S_type: imm_gen_out = {{20{mem_rdata_I[31]}}, mem_rdata_I[31:25], mem_rdata_I[11:7]};
            B_type: imm_gen_out = {{20{mem_rdata_I[31]}}, mem_rdata_I[7], mem_rdata_I[30:25], mem_rdata_I[11:8], 1'b0};
            U_type: imm_gen_out = {mem_rdata_I[31:12], 12'd0};
            J_type: imm_gen_out = {{12{mem_rdata_I[31]}}, mem_rdata_I[19:12], mem_rdata_I[20], mem_rdata_I[30:21], 1'b0};
            default: imm_gen_out = 32'd0;
        endcase
    end
    always @(*) begin
        alu_ctrl = func3[2]?
                        SRA
                    : func3[0]?
                            SLL
                        : (func3[1] & opcode[4])?
                                SLT
                            : ((~func3[1] & ~opcode[2] & opcode[5]) && (~opcode[4] | func7[5]))?
                                SUB : ADD;
    end
    always @(*) begin
        alu_in_1 = rs1_data;
        alu_in_2 = alu_src? imm_gen_out : rs2_data;
        case (alu_ctrl)
            ADD: begin alu_out = alu_in_1 + alu_in_2; end
            SUB: begin alu_out = alu_in_1 - alu_in_2; end
            SLT: begin alu_out = (alu_in_1 < alu_in_2)? 32'd1 : 32'd0; end
            SLL: begin alu_out = alu_in_1 << alu_in_2; end
            SRA: begin alu_out = alu_in_1 >>> alu_in_2; end
            default: begin alu_out = 32'd0; end
        endcase
    end
    always @(*) begin
        pc_a4 = PC + 4;
        pc_imm = PC + imm_gen_out;
        if (state == RUN) begin
            if (mul_valid) begin
                PC_nxt = PC;
            end else begin
                PC_nxt = jalr? (imm_gen_out + rs1_data)
                        : ( (branch & (alu_out == 0)) | jal )? pc_imm : pc_a4;
            end
        end else begin
            if (mul_ready) begin
                PC_nxt = pc_a4;
            end else begin
                PC_nxt = PC;
            end
        end
    end
    always @(*) begin
        case (state)
            RUN: begin
                state_nxt = mul_valid? STALL : RUN;
            end
            STALL: begin
                state_nxt = mul_ready? RUN : STALL;
            end
            default: begin
                state_nxt = RUN;
            end
        endcase
    end
    always @(posedge clk or negedge rst_n) begin
        if (!rst_n) begin
            PC <= 32'h00010000;  
            state <= RUN;
        end else begin
            PC <= PC_nxt;
            state <= state_nxt;
        end
    end
endmodule
module reg_file(clk, rst_n, wen, a1, a2, aw, d, q1, q2);
    parameter BITS = 32;
    parameter word_depth = 32;
    parameter addr_width = 5;  
    input clk, rst_n, wen;  
    input [BITS-1:0] d;
    input [addr_width-1:0] a1, a2, aw;
    output [BITS-1:0] q1, q2;
    reg [BITS-1:0] mem [0:word_depth-1];
    reg [BITS-1:0] mem_nxt [0:word_depth-1];
    integer i;
    assign q1 = mem[a1];
    assign q2 = mem[a2];
    always @(*) begin
        for (i=0; i<word_depth; i=i+1)
            mem_nxt[i] = (wen && (aw == i)) ? d : mem[i];
    end
    always @(posedge clk or negedge rst_n) begin
        if (!rst_n) begin
            mem[0] <= 0;
            for (i=1; i<word_depth; i=i+1) begin
                case(i)
                    32'd2: mem[i] <= 32'hbffffff0;
                    32'd3: mem[i] <= 32'h10008000;
                    default: mem[i] <= 32'h0;
                endcase
            end
        end
        else begin
            mem[0] <= 0;
            for (i=1; i<word_depth; i=i+1)
                mem[i] <= mem_nxt[i];
        end       
    end
endmodule
module mulDiv(clk, rst_n, valid, ready, mode, in_A, in_B, out);
    input         clk, rst_n;
    input         valid, mode;  
    output        ready;
    input  [31:0] in_A, in_B;
    output [63:0] out;
    parameter IDLE = 2'b00;
    parameter MUL  = 2'b01;
    parameter DIV  = 2'b10;
    parameter OUT  = 2'b11;
    reg  [ 1:0] state, state_nxt;
    reg  [ 4:0] counter, counter_nxt;
    reg  [63:0] shreg, shreg_nxt;
    reg  [31:0] alu_in, alu_in_nxt;
    reg signed [32:0] alu_out;
    assign ready = (state==OUT);
    assign out = shreg;
    always @(*) begin
        case(state)
            IDLE: begin
                state_nxt = (valid==0)? IDLE : (mode==1)? DIV : MUL;
            end
            MUL: begin
                state_nxt = (counter==5'd31)? OUT : MUL;
            end
            DIV: begin
                state_nxt = (counter==5'd31)? OUT : DIV;
            end
            OUT: begin
                state_nxt = IDLE;
            end
            default: begin
                state_nxt = IDLE;
            end
        endcase
        counter_nxt = (state==MUL | state==DIV)? counter+1 : 5'd0;
    end
    always @(*) begin
        case(state)
            IDLE: begin
                alu_in_nxt = valid? in_B : 0;
            end
            OUT: begin
                alu_in_nxt = 0;
            end
            default: begin
                alu_in_nxt = alu_in;
            end
        endcase
    end
    always @(*) begin
        case (state)
            MUL: begin
                alu_out = shreg[63:32] + alu_in;
            end
            DIV: begin
                alu_out = shreg[63:32] - alu_in;
            end
            default: begin
                alu_out = 33'd0;
            end
        endcase
    end
    always @(*) begin
        case (state)
            IDLE: begin
                shreg_nxt = valid? mode? {31'd0, in_A, 1'b0} : {32'd0, in_A} : 64'd0;
            end
            MUL: begin
                if (shreg[0]) begin
                    shreg_nxt = {alu_out, shreg[31:1]};
                end else begin
                    shreg_nxt = shreg >> 1;
                end
            end
            DIV: begin
                shreg_nxt = counter<31?
                                alu_out<0? {shreg[62:0], 1'b0} : {alu_out[30:0], shreg[31:0], 1'b1}
                            :
                                alu_out<0? {shreg[63:32], shreg[30:0], 1'b0} : {alu_out[31:0], shreg[30:0], 1'b1};
            end
            default: begin
                shreg_nxt = shreg;
            end
        endcase
    end
    always @(posedge clk or negedge rst_n) begin
        if (!rst_n) begin
            state <= IDLE;
            counter <= 5'd0;
            shreg <= 64'd0;
            alu_in <= 32'd0;
        end else begin
            state <= state_nxt;
            counter <= counter_nxt;
            shreg <= shreg_nxt;
            alu_in <= alu_in_nxt;
        end
    end
endmodule
[flow/run.sh]
#!/bin/bash
# OpenROAD 26Q1-2900-gdf79404cd8, Yosys 0.63+post, stock flow scripts
make -C /OpenROAD-flow-scripts/flow DESIGN_CONFIG=/design/flow/config.mk WORK_HOME=/design/flow/orfs finish
==> PnR_summary.wiki <==
=== Synthesis and place and route ===
{| class="wikitable"
! Metric !! Value
|-
| Syn-to-layout area delta || 14.2%
|-
| Share of async-settable or async-resettable flops after synthesis || 1.00
|-
| Post-Synthesis Cells || 8873
|-
| Multiplexer share of the synthesized area || 0.0254
|-
| Transition time of the tightest slew-check pin || 1360 ps
|-
| Synth top cells by count || nand2_1, o21ai_0, dfrtp_1
|-
| Sum of negative setup slack || 0 ps
|-
| Leakage component of the power || 0.0381 µW
|-
| Via density || 7.10
|-
| Maximum clock rate || 52.3 MHz
|-
| AND-OR/OR-AND Cells, Area Fraction || 0.255
|-
| Clock tree from TritonCTS || yes
|-
| Number of synthesized flops with an enable pin || 0
|-
| MaxCap Viol Count || 0
|-
| Switching power summed over all nets || 2180 µW
|-
| Dominant synthesized flop cell || dfrtp_1
|-
| RSZ-0062 raised after global routing || false
|-
| Count of antenna-violating nets left after detailed routing || 0
|-
| H-tree depth || 4
|-
| CTS clock-pin slew for the worst setup and hold paths || 60 ps
|-
| Layout cells sized above 1 || 0.107
|-
| Quantity of I/O buffers inserted on ports || 162
|-
| Part of the total power dissipated in the clock network || 0.372
|-
| Sw frac || 0.363
|-
| Final worst path period need || 19130 ps
|-
| Proportion of power drawn by combinational gates || 0.266
|-
| Fillcell total || 17300
|-
| Final clock skew || 58.3 ps
|-
| Boundary Pins || 163
|-
| Initial antenna violation count || 61
|-
| Top cell type by total area after synthesis || dfrtp_1
|-
| Vias after detailed routing || 80500
|-
| Number of distinct library cells after synthesis || 102
|-
| Synth Area in Simple Gates || 0.232
|-
| Yosys stat area || 72800 µm²
|-
| Adder-Cell Fraction of Synth Area || 0.0290
|-
| Post-cts hold-fix buffer tally || 0
|-
| Leading post-synthesis cells by cell area || dfrtp_1, o21ai_0, nand2_1, and3_1, a22oi_1
|-
| Crit path launch type || primary input
|-
| Cell Pwr Density || 72.2 nW/µm²
|-
| Std-Cell Rows || 156
|-
| Resized Gates After CTS || 0
|-
| Length of the first detailed-routing pass in iterations || 13
|-
| Met2 WL || 190 mm
|-
| Largest stage delay on the critical path || 830 ps
|-
| Post-synthesis share of cell area spent on xor and xnor gates || 0.0201
|-
| Cell internal pwr || 3820 µW
|-
| Number of placed instances, taps included || 11000
|-
| Count of tool warnings || 77
|-
| Chip height || 429 µm
|-
| Average instance area after synthesis || 8.20 µm²
|-
| Final cell count without fillers || 11300
|-
| Amount of wire on met3 after detailed routing || 72.2 mm
|-
| Max-Slew Margin vs Limit || 0.0929
|-
| Post-synthesis cell count from yosys || 8873
|-
| Number of flip-flops and latches in the synthesized netlist || 1130
|-
| Most frequent CP cell || buf_4
|-
| Slowest library cell on the worst path || a2111oi_2
|-
| Part of the Yosys area used for sequential elements || 0.389
|-
| Classification of the worst-slack hold path || reg2reg
|-
| Clock sinks || 1130
|-
| Kind of critical path || in2out
|-
| Required time at the endpoint of the critical path || 19120 ps
|-
| Number of DRC markers after the initial detailed-route iteration || 10200
|-
| Core Util at FP || 0.403
|-
| Most numerous cell in the Yosys netlist || nand2_1
|-
| Global-route total usage across every layer || 0.528
|-
| Final core utilization || 0.460
|-
| Arrival time of the worst setup path || 14350 ps
|-
| TritonCTS buffer count || 137
|-
| Post-synthesis instance area || 72800 µm²
|-
| Number of global-route vias before repair || 75400
|-
| Routed met1 length || 167 mm
|-
| Post-layout period usage of the worst path || 0.800
|-
| Result of the run || completed
|-
| Pin count of the biggest net entering global routing || 125
|-
| Core area || 181000 µm²
|-
| Sequential Power Share || 0.362
|-
| Top area contributor share || 0.378
|-
| First-pass GRT wire length || 642 mm
|-
| Critical Path Sink Type || output port
|-
| Area occupied by multi-input gates || 41800 µm²
|-
| Number of max-slew violations in the final report || 0
|-
| Die x size || 429 µm
|-
| Top routing layer in use || met5
|-
| Die Area || 184000 µm²
|-
| DRC violation count after routing || 0
|-
| Weighted congestion reported at the end of routability-driven placement || 1.09
|-
| Number of hold violations in the final report || 0
|-
| Setup Viol. Count Final || 0
|-
| Tally of yosys warning messages || 5
|-
| Clock latency at the later pin of the worst-skew pair || 860 ps
|-
| Largest driver fanout on the critical path || 36
|-
| Routed WL per cell || 42.0 µm
|-
| Postcts setup bufs || 0
|-
| Clock root buffer master || clkbuf_16
|-
| Combinational family with the most area after synthesis || AND-OR/OR-AND gates
|-
| Total grt overflow || 0
|-
| Longest Clk Path Bufs || 3
|-
| Worst VDD drop || 0.0813 mV
|-
| Wirelength, routed || 476 mm
|-
| Register area || 28300 µm²
|-
| Half-perimeter wire length of the detailed placement result || 329 mm
|}
metrics by stage:
step / power (µW) / hold WS (ps) / worst slack [ps] / area, µm²
floorplan: 3000 / 425 / 7390 / 72800
global placement: 3730 / 441 / 5160 / 78200
detailed placement: 3730 / 455 / 5120 / 78200
CTS: 5950 / 462 / 5100 / 83000
global route: 6160 / 474 / 4730 / 83000
finish: 6010 / 461 / 4770 / 83200
cells in the final DEF, fill, tap and decap left out, drive strengths merged, types with 45 or more instances in the layout:
master	count
inv	119
a21o	53
nand3	245
o21ai	1256
and3	696
xnor2	116
buf	413
nand2b	45
nand2	1384
mux2i	117
a221oi	73
or3	58
a31oi	54
a2111oi	193
nand4	132
clkdlybuf4s50	154
clkbuf	197
diode	76
xor2	51
o211ai	60
a21oi	319
ha	161
nor3	117
dfrtp	1099
a22o	80
nor2	432
a22oi	366
a211oi	58
state kept, by name, indices dropped and copies added, names as in the netlist:
register and cells:
reg0.mem 992, PC 32, state 1, mul_div_inst.shreg 64, mul_div_inst.state 4, mul_div_inst.alu_in 32, mul_div_inst.counter 5
power groups by stage:
stage                 logic (µW)  clock network [µW]  registers [µW]
after CTS                   1540                2240            2170
after global routing        1670                2310            2180
final                       1600                2240            2180
worst max-delay path: cells and delay by family:
family	cells	cell delay, ps
AND-OR/OR-AND	12	4240
XOR/XNOR	1	180
buffers and inverters	9	3300
AND/OR/NAND/NOR	6	1460
adder cells (fa/ha/maj)	1	290
path summary, 6_finish.rpt:
check	from	endpoint	slack (ps)	depth (start not counted)
min in group asynchronous	rst_n	mul_div_inst.shreg[58]	3870	1
max reg2reg	state	PC[6]	13960	28
max	mem_rdata_I[24]	mem_addr_D[29]	4770	29
max in group asynchronous	rst_n	reg0.mem[26][7]	16140	6
min reg2reg	mul_div_inst.counter[0]	mul_div_inst.counter[0]	460	1
min	mul_div_inst.counter[0]	mul_div_inst.counter[0]	460	1
kinds of logic after synthesis:
family          count (synthesis)
compound gates               2890
xor+xnor                      167
fa+ha+maj                     166
buf+inv                       926
flops                        1130
mux                           169
simple gates                 3425
metal layers:
metal	global-route usage	vias up
met4	0.388	30
met3	0.290	2133
met1	0.639	38900
met2	0.704	6710
li1	-	32700
met5	0.0229	-
layout make-up:
| type | instances | area share |
|---|---|---|
| clock inverters | 55 | 0.0102 |
| well taps | 2370 | 0.0357 |
| inverters | 116 | 0.00524 |
| clock buffers | 197 | 0.0473 |
| diodes | 76 | 0.00229 |
| repair buffers | 567 | 0.0563 |
| flip-flops and latches | 1130 | 0.341 |
| multi-input cells | 6817 | 0.503 |
Power is estimated from default activity; no workload was simulated.
